==> ./design.v <==
`timescale 1ns / 1ps
module apb_master_write_transfer(
  input              pclk,
  input              valid,       
  input [1:0]        ext_psel,    
  input              ext_write,   
  input [31:0]       ext_addr,    
  input [31:0]       ext_wdata,
  output [1:0]       psel,       
  output             penable,  
  output             pwrite,
  input              pready,      
  input [31:0]       slv_prdata,  
  output [31:0]      prdata,      
  output [31:0]      pwdata,
  output [31:0]      paddr
);
  reg                r_penable=0;
  reg [31:0]         r_prdata=0;
  reg [1:0]          r_ext_psel = 0;
  reg [31:0]         r_ext_addr= 32'd0;
  reg                r_ext_write = 0;
  reg [31:0]         r_ext_wdata = 0;      
  reg [1:0]          p_state=2'd0;
  parameter          IDLE = 2'd0;
  parameter          SETUP = 2'd1;
  parameter          ACCESS = 2'd2;
always @(posedge pclk) begin
    case (p_state)
      IDLE : begin               
        if(!valid) begin
          r_penable <= 0;
          r_ext_psel <= 3'd0;
          p_state <= IDLE;
        end else begin
          p_state <= SETUP;
        end
      end
      SETUP : begin             
        r_penable <= 0;
        r_ext_psel <= ext_psel;
        r_ext_addr <= ext_addr;
        r_ext_wdata <= ext_wdata;
        p_state <= ACCESS;
        r_ext_write <= ext_write; 
      end
      ACCESS : begin           
        r_penable <= 1'b1;
        if (ext_write == 0) begin
          r_prdata <= slv_prdata;
        end 
        if (pready == 0) begin          
          p_state <= ACCESS;
        end else begin
          p_state <= IDLE;
          r_penable <= 0;
        end
      end
      default: p_state <= IDLE; 
    endcase
  end
 assign penable = r_penable;
 assign psel = r_ext_psel;
 assign pwrite = r_ext_write;
 assign paddr = r_ext_addr;
 assign pwdata = r_ext_wdata;
 assign prdata = r_prdata;
endmodule
==> ./run.sh <==
#!/bin/bash
# OpenROAD 26Q1-2900-gdf79404cd8, Yosys 0.63+post, stock flow scripts
make -C /OpenROAD-flow-scripts/flow DESIGN_CONFIG=/design/flow/config.mk WORK_HOME=/design/flow/orfs finish
==> ./config.mk <==
export PLATFORM = sky130hd
export DESIGN_NAME = apb_master_write_transfer
export DESIGN_NICKNAME = apb_master_write_transfer
export VERILOG_FILES = /design/flow/design.v
export SDC_FILE = /design/flow/constraint.sdc
export NUM_CORES = 4
export LEC_CHECK = 1
export CORE_UTILIZATION = 30
==> ./constraint.sdc <==
current_design apb_master_write_transfer

set clk_period 5.7
set clk_io_pct 0.2

create_clock -name clk0 -period $clk_period [get_ports {pclk}]

set non_clock_inputs [all_inputs -no_clocks]
set_input_delay [expr $clk_period * $clk_io_pct] -clock clk0 $non_clock_inputs
set_output_delay [expr $clk_period * $clk_io_pct] -clock clk0 [all_outputs]
==> out/results.txt <==
GR Overflow Total: 0
Tightest Hold Check Type: reg -> reg
synth cell count leaders: edfxtp_1, a21oi_1, and2_1, dfxtp_1, nor2_1
RSZ-0062 raised after global routing: false
CTS tree: done
Final Hold Viols: 0
Max-slew headroom: 0.5664
CP bufs+invs: 1
R2R setup slack: 3820 ps
busiest layer in global routing: met1
initial antenna violation count: 0
vias: 1849
setup TNS: 0 ps
1st-pass router iterations: 4
post-synthesis cell area: 0.003119 mm^2
Core Rows: 36
CP required: 4560 ps
H-tree Lvls: 3
top cells by area: edfxtp_1, dfxtp_1, nor2b_4
Synth Seq Share: 0.9755
Commonest flop: edfxtp_1
fmax: 427.1 MHz
Setup WS post-layout: 3359 ps
drt wl/cell: 15.11 um
period utilization: 0.4107
FP Core Util: 0.3148
Max Cap Viol: 0
fin. max-slew vios: 0
core area: 0.009910 mm^2
overall routing resource usage: 0.1426
sequential share of power: 0.564
Yosys chip area: 0.003119 mm^2
Avg Vias per Cell: 3.976
DRT Wirelength: 7028 um
GR met3 Demand/Resource: 0.08615
RD Place Congestion: 0.7685
critical path's top delay family: buffers and inverters
clk latency late pin: 350 ps
Async SR Flop Fraction: 0
post-DP HPWL: 5413 um
hold buffer count at CTS: 0
Pwr Total: 1.871 mW
flops out of synthesis: 102
Power per Cell Area: 340.5 mW/mm^2
first-pass GRT wire length: 10710 um
OpenROAD warnings: 25
worst setup skew after layout: 8.004 ps
outcome: completed
Area Overhead vs Synth: 76.13%
boundary pin count: 202
post-CTS setup buffer count: 0
post-cts sizing count: 0
met1 usage: 0.2125
Core Util, Final: 0.5544
ys cells: 113
share of layout cells above drive strength 1: 0.06325
minimum clock period: 2341 ps
drt initial violations: 57
Peak supply drop: 158.5 uV
Slowest cell on crit path: clkdlybuf4s50_1
vias in the first global route: 1982
Syn Area/Cell: 27.60 um^2
Synth Instances: 113
Leakage: 1.864 nW
slowest stage delay, CP: 500 ps
largest net degree at the start of global routing: 53
CTS Buf Count: 9
Crit Path Category: reg -> out
final-report setup violation count: 0
Yosys warnings: 1
Antenna diodes: 0
flip-flops with a built-in enable: 100
Clock Tree Root: clkbuf_8
die span in y: 104.0 um
Clk pwr share: 0.221
Max FO, Critical Path: 1
crit end category: primary output
pre-CTS WS: 3281 ps
CP Launch Type: flop
met2 usage: 0.2014
number of fill cells: 809
P_sw: 0.4133 mW
Worst-Margin Slew: 650.4 ps
sw frac: 0.2209
Synth top area share: 0.9627
Detail Route Antenna Nets: 0
Worst Path Arrival: 1200 ps
critical-path cell list: clkdlybuf4s50_1
clock tree buffer depth: 2
distinct cell type count after synthesis: 10
clock slew at reported path FFs: 100 ps
port bufs: 201
P_int: 1.458 mW
clk sinks: 102
most frequent cell after synthesis: edfxtp_1
DR DRC count: 0
cell taking the most area after synthesis: edfxtp_1
total die size: 0.01081 mm^2
Comb pwr share: 0.215
Die Wd: 104.0 um
cells in the final DEF (no fill, tap or decap), drive strengths merged, types with 2 or more instances in the layout:
master,count
buf,2
nor2,2
a21oi,2
dfxtp,2
clkinv,4
clkbuf,9
edfxtp,100
inv,4
and2,2
clkdlybuf4s50,201
power by group through the flow:
stage / registers, mW / logic [mW] / clock network, mW
6_report: 1.06 / 0.402 / 0.413
4_1_cts: 1.06 / 0.415 / 0.437
5_1_grt: 1.07 / 0.435 / 0.466
metal layers:
layer	vias up	routed length, um
met4	0	92
li1	878	-
met1	841	2742
met2	123	3177
met5	-	0
met3	7	1015
cell type report:
cell class | count | area, um^2 | area share
sequential | 102 | 3043 | 0.5539
timing repair buffer | 203 | 2027 | 0.3689
tap | 133 | 166.4 | 0.03029
clock buffer | 9 | 123.9 | 0.02255
multi-input combinational | 10 | 75.07 | 0.01366
clock inverter | 7 | 55.05 | 0.01002
inverter | 1 | 3.754 | 0.0006832
final timing paths:
kind                                startpoint               to  depth (start not counted)
worst max-delay path            r_ext_wdata[8]        pwdata[8]                          1
worst min-delay path                p_state[0]       p_state[0]                          1
worst max register to register      p_state[0]  r_ext_wdata[18]                          2
worst min register to register      p_state[0]       p_state[0]                          1
state kept, by name, summed over array words and instances, names as in the netlist:
signal	flops
r_ext_psel	2
r_ext_wdata	32
p_state	2
r_ext_write	1
r_penable	1
r_prdata	32
r_ext_addr	32
per-stage QoR:
step	hold slack [ps]	cells	area, um^2
after floorplan	476.0	113	3119
after global placement	503.6	449	5315
after detailed placement	503.7	449	5315
after CTS	526.3	465	5494
after global routing	572.1	465	5494
final	526.9	465	5494
worst register-to-register path, stage by stage, from the launching register on:
cell	delay [ps]
dfxtp_1	410
nor2b_4	460
buf_4	620
cells by family (layout without fill, tap and decap cells):
family / after synthesis / count (layout) / share of synthesized area
AND-OR/OR-AND: 3 / 3 / 0.005617
buffers and inverters: 1 / 220 / 0.001202
flip-flops: 102 / 102 / 0.9755
AND/OR/NAND/NOR: 7 / 7 / 0.01765
No activity file was given, so power comes from the tool's default toggle rates.
