==> design.v <==
`timescale 1ns / 1ps
module fifo #(
  parameter DATA_WIDTH = 8,
  parameter ADDR_WIDTH = 8,
  parameter RAM_DEPTH = 1 << ADDR_WIDTH)(
  input         wr_clk,              
  input         rd_clk,              
  input         we,                  
  input         re,                  
  input [DATA_WIDTH-1:0]   data_in,  
  output [DATA_WIDTH-1:0]  data_out, 
  output        full_flag,           
  output        empty_flag,          
  output [ADDR_WIDTH-1:0] occupants  
);
  reg [DATA_WIDTH-1:0]  mem [RAM_DEPTH-1:0];
  reg [ADDR_WIDTH-1:0]        rptr = 0;   
  reg [ADDR_WIDTH-1:0]        wptr = 0;  
  reg [DATA_WIDTH-1:0]        r_data_out = 0; 
  integer i;
  initial begin
    for (i = 0; i < RAM_DEPTH; i = i + 1) begin
        mem[i] = 0;
    end
  end
  always @(posedge wr_clk) begin
    if (we & !full_flag) begin
      mem[wptr] <= data_in;
      wptr <= wptr + 1;
    end  
  end 
  always @(posedge rd_clk) begin
    if (re & !empty_flag) begin
      r_data_out <= mem[rptr];
      rptr <= rptr + 1;
    end  
  end
  assign full_flag = (rptr-1 == wptr);
  assign empty_flag = (wptr == rptr);
  assign occupants = wptr - rptr;
  assign data_out = r_data_out;   
endmodule
==> run.sh <==
#!/bin/bash
# OpenROAD 26Q1-2900-gdf79404cd8, Yosys 0.63+post, stock flow scripts
make -C /OpenROAD-flow-scripts/flow DESIGN_CONFIG=/design/flow/config.mk WORK_HOME=/design/flow/orfs finish
==> config.mk <==
export PLATFORM = sky130hd
export DESIGN_NAME = fifo
export DESIGN_NICKNAME = fifo
export VERILOG_FILES = /design/flow/design.v
export SDC_FILE = /design/flow/constraint.sdc
export NUM_CORES = 4
export LEC_CHECK = 1
export CORE_UTILIZATION = 30
==> constraint.sdc <==
current_design fifo

set clk_period 26.5
set clk_io_pct 0.2

create_clock -name clk0 -period $clk_period [get_ports {rd_clk}]
create_clock -name clk1 -period $clk_period [get_ports {wr_clk}]

set non_clock_inputs [all_inputs -no_clocks]
set_input_delay [expr $clk_period * $clk_io_pct] -clock clk0 $non_clock_inputs
set_output_delay [expr $clk_period * $clk_io_pct] -clock clk0 [all_outputs]
==> CHANGELOG.md <==
## Implementation

* Arrival @ worst endpoint at 3630 ps
* Worst Hold Class: reg2reg
* Final WS setup at 17,570 ps
* Post-synthesis cell count at 3,796
* Seq/Total Area, Yosys at 0.7664
* Number of synthesized register bits at 2,072
* DP HPWL at 135,800 um
* DR iter-0 viols at 2,770
* Most numerous logic cell after layout: edfxtp_1
* PwrDens at 75.34 mW/mm2
* Num rows at 190
* Cell area after synthesis at 0.08118 mm2
* Resize count post-CTS at 0
* Total grt overflow at 0
* Fin. max-slew vios at 0
* Peak supply drop at 72.72 uV
* Via count at 40,440
* Initial antenna violation count at 7
* Commonest cells after routing, fill and taps aside: edfxtp_1 (2,072), mux4_2 (509), buf_4 (393), nor3_1 (263), clkbuf_16 (210)
* Startpoint types: register
* Biggest area cells: edfxtp_1 (77%), mux4_2 (14%), nor3_1 (1.6%), mux2i_1 (1.3%), nand2_1 (0.61%)
* I/O Pins at 30
* Slew HR at 0.1823
* Area leader, netlist: edfxtp_1
* DRT Pass-1 Iters at 8
* Reg clk slew, reported paths at 60 ps
* Wire length per cell at 27.63 um
* Total core area at 0.2686 mm2
* Share of cells above drive strength 1 at 0.2808
* Max-cap viol count at 0
* Top cell area share at 0.7664
* Die X at 522.2 um
* Log Warnings at 37
* Worst Clk Skew at 35.04 ps
* GRT Total Usage at 0.1737
* Setup TNS at 0 ps
* Yosys stat chip area at 0.08118 mm2
* Post-CTS setup repair buffer count at 0
* Status: finished clean
* RSZ-0062 raised after global routing: false
* Vias in the first global route at 44,470
* Number of remaining DRC errors at 0
* Worst Max-Slew Pin Slew at 1223 ps
* Final instance area at 0.09425 mm2
* Hold Vio Cnt, Final at 0
* CP required at 21,200 ps
* Setup Crit Path Kind: reg2out
* EDFF count, synth at 2,072
* Remaining antenna violation count after routing at 0
* Hold buffer count at cts at 0
* Fin util at 0.3509
* Largest net degree at the start of global routing at 140
* Layout area overhead at 16.10%
* Async SR Flop Fraction at 0
* Yosys stat cell total at 3,796
* Overall Power at 7.101 mW
* Dominant flop cell: edfxtp_1
* DP Area at 0.08768 mm2
* Die H at 522.2 um
* Crit-path max FO at 44
* CTS tree: built
* First-pass GRT wire length at 315,000 um
* Average instance area after synthesis at 21.39 um2
* Placer Congestion at 0.9489
* Post-DR vias/cell at 5.120
* Yosys cell types at 63
* Initial Util at 0.3022
* Worst Setup End Kind: output port
* Final setup viols at 0
* Ys Warns at 1
* Clock Sinks at 2,072
* Pleak at 29.23 nW
* Setup WS pre-CTS at 17,870 ps
* WL final at 218,200 um
* PortBufs at 28
* Die Area at 0.2727 mm2
==> metrics by stage <==
step	std cells	hold WS, ps
after global placement	7530	644.6
after detailed placement	7530	674.7
final	7898	693.6
after floorplan	3796	622.4
after global routing	7898	704.9
after CTS	7896	682.6
==> layer usage <==
layer | part of all wire | up-vias | global-route usage
met5 | 0.0033 | - | 0.01895
met4 | 0.045 | 20 | 0.05943
met3 | 0.18 | 463 | 0.1415
met2 | 0.46 | 2543 | 0.2517
met1 | 0.32 | 20540 | 0.1892
li1 | - | 16870 | -
==> Yosys cell counts, drive strengths merged (14+ instances only) <==
master,number
a21oi,40
a221oi,22
a22oi,63
buf,169
clkbuf,80
edfxtp,2072
mux2i,105
mux4,509
nand2,134
nand3,38
nor2,31
nor2b,14
nor3,264
o21ai,32
o22ai,35
xnor2,19
==> area by class of cell <==
type / instances / area [um2]
inverters: 16 / 65.06
flip-flops and latches: 2072 / 62220
well taps: 3552 / 4444
multi-input cells: 1459 / 17490
fillers: 24430 / 174400
diodes: 2 / 5.005
repair buffers: 431 / 3461
clock buffers: 256 / 5428
clock inverters: 110 / 1144
==> final timing paths <==
| path | from | end | slack [ps] | cells after the start |
|---|---|---|---|---|
| min in group clk0 | rptr[3] | rptr[3] | 810 | 2 |
| max reg2reg | rptr[0] | r_data_out[4] | 20290 | 11 |
| min reg2reg | wptr[0] | wptr[0] | 690 | 1 |
| max in group clk1 | we | mem[122][0] | 18950 | 6 |
| max | rptr[2] | occupants[7] | 17570 | 10 |
| min | wptr[0] | wptr[0] | 690 | 1 |
==> state kept, by name, summed over array words and instances, names as in the netlist <==
signal,cells
r_data_out,8
rptr,8
wptr,8
mem,2048
==> kinds of logic (layout without fill, tap and decap cells) <==
group                    count (synthesis)  count (layout)  share of synthesized area
adder cells (fa/ha/maj)                 14              14                   0.002250
multiplexers                           615             615                     0.1543
AND/OR/NAND/NOR                        522             522                    0.03089
XOR/XNOR                                26              26                   0.002805
AND-OR/OR-AND                          282             282                    0.02460
other                                    0               2                          0
buffers and inverters                  265             813                    0.01874
flip-flops                            2072            2072                     0.7664
==> critical path, stage by stage, from the launching register on <==
cell and delay, ps:
edfxtp_1 350, buf_4 280, inv_6 540, ha_1 390, o21ai_0 90, nand2b_1 110
a21o_1 190, a21oi_1 220, o21ai_0 150, xnor2_1 400, clkdlybuf4s50_1 560
==> report_power, final <==
| group | total (mW) | internal [mW] | switching [mW] |
|---|---|---|---|
| registers | 3.63 | 3.62 | 0.00897 |
| logic | 0.629 | 0.205 | 0.424 |
| clock network | 2.84 | 1.61 | 1.23 |
| total | 7.10 | 5.44 | 1.66 |
Power figures rest on the tool's default switching activity, not on a simulated workload.
