**flow/config.mk**
```make
export PLATFORM = sky130hd
export DESIGN_NAME = master_controller
export DESIGN_NICKNAME = master_controller
export VERILOG_FILES = /design/flow/design.v
export SDC_FILE = /design/flow/constraint.sdc
export NUM_CORES = 4
export LEC_CHECK = 1
export CORE_UTILIZATION = 30
```
**flow/constraint.sdc**
```tcl
current_design master_controller

set clk_period 3.1
set clk_io_pct 0.2

create_clock -name clk0 -period $clk_period [get_ports {rd_clk}]

set non_clock_inputs [all_inputs -no_clocks]
set_input_delay [expr $clk_period * $clk_io_pct] -clock clk0 $non_clock_inputs
set_output_delay [expr $clk_period * $clk_io_pct] -clock clk0 [all_outputs]
```
**flow/design.v**
```verilog
`timescale 1ns / 1ps
module master_controller(
  output          rd_en,
  input           empty_flag,
  input           full_flag, 
  input [7:0]     fifo_data,
  output          p_write,
  output [1:0]    p_sel,
  output [31:0]   p_addr,
  output [31:0]   p_wdata,
  input           rd_clk,
  output          o_valid,
  input           slv_pready
);
  reg             r_rd_en = 0;
  reg [31:0]      r_pwdata = 0;  
  reg [1:0]       r_psel = 0;
  reg             r_pwrite = 0;
  reg [31:0]      r_paddr = 0;  
  reg [4:0]       p_state = 0;
  reg [2:0]       r_index_addr = 3'd4;
  reg [2:0]       r_index_wdata = 3'd4;
  reg             r_o_valid = 0;
  parameter IDLE = 4'd0;
  parameter IDLE_MAKE_RDEN_0 = 4'd1;
  parameter REG_SEL = 4'd2;
  parameter REG_SEL_MAKE_RDEN_0 = 4'd3;
  parameter REG_WRITE = 4'd4;
  parameter REG_WRITE_MAKE_RDEN_0 = 4'd5;
  parameter REG_ADDR_STATE1 = 4'd6; 
  parameter REG_ADDR_STATE1_MAKE_RDEN_0 = 4'd7; 
  parameter REG_ADDR_STATE2 = 4'd8;
  parameter REG_ADDR_STATE2_MAKE_RDEN_0 = 4'd9;
  parameter REG_WDATA_STATE1 = 4'd10;
  parameter REG_WDATA_STATE1_MAKE_RDEN_0 = 4'd11;
  parameter REG_WDATA_STATE2 = 4'd12;
  parameter CHECK_READY = 4'd13;
  always @(posedge rd_clk) begin
    case (p_state)
      IDLE : begin
        if (!empty_flag) begin
          r_rd_en <= 1;
          p_state <= IDLE_MAKE_RDEN_0;          
        end
        r_o_valid <= 1'b0;
      end  
      IDLE_MAKE_RDEN_0 : begin
          r_rd_en <= 0;
          p_state <= REG_SEL;
      end
      REG_SEL : begin
        r_psel <= fifo_data[1:0];
        if (!empty_flag) begin
          r_rd_en <= 1;
          p_state <= REG_SEL_MAKE_RDEN_0;
        end
      end
      REG_SEL_MAKE_RDEN_0 : begin
          r_rd_en <= 0;
          p_state <= REG_WRITE;
      end
      REG_WRITE : begin
        r_pwrite <= fifo_data[0];
        if (!empty_flag) begin
          r_rd_en <= 1;
          p_state <= REG_WRITE_MAKE_RDEN_0;
        end
      end
      REG_WRITE_MAKE_RDEN_0 : begin
          r_rd_en <= 0;
          p_state <= REG_ADDR_STATE1;
      end
      REG_ADDR_STATE1 : begin  
        r_paddr [(r_index_addr*8) - 1 -: 8] <= fifo_data;
        if(!empty_flag) begin
          r_rd_en <= 1;
          p_state <= REG_ADDR_STATE1_MAKE_RDEN_0;
        end
      end
      REG_ADDR_STATE1_MAKE_RDEN_0 : begin
          r_rd_en <= 0;
          p_state <= REG_ADDR_STATE2;
      end
      REG_ADDR_STATE2 : begin
        if ( r_index_addr > 1)begin
          r_index_addr <= r_index_addr - 1;            
          p_state <= REG_ADDR_STATE1;
        end else begin
          r_index_addr <= 4;
          p_state <= REG_WDATA_STATE1;
        end
      end
      REG_WDATA_STATE1 : begin
        r_pwdata [(r_index_wdata*8) - 1 -: 8] <= fifo_data;
        if (!empty_flag) begin
          r_rd_en <= 1; 
          p_state <= REG_WDATA_STATE1_MAKE_RDEN_0;
        end 
        else if (r_index_wdata == 1) begin
          r_index_wdata <= 4;
          r_o_valid <= 1'b1;
          p_state <= IDLE;
        end      
      end  
      REG_WDATA_STATE1_MAKE_RDEN_0 : begin
          r_rd_en <= 0;
          p_state <= REG_WDATA_STATE2;
      end
      REG_WDATA_STATE2 : begin 
        if (r_index_wdata > 1)begin
          r_index_wdata <= r_index_wdata - 1;            
          p_state <= REG_WDATA_STATE1;
        end else begin
          r_index_wdata <= 4;
          p_state <= IDLE;
          r_o_valid <= 1'b1;
        end
      end
    endcase
  end 
  assign  p_sel = r_psel;
  assign  p_write = r_pwrite;
  assign  p_addr = r_paddr;
  assign  p_wdata = r_pwdata;
  assign  o_valid = r_o_valid;
  assign  rd_en = r_rd_en;
endmodule
```
**flow/run.sh**
```bash
#!/bin/bash
# OpenROAD 26Q1-2900-gdf79404cd8, Yosys 0.63+post, stock flow scripts
make -C /OpenROAD-flow-scripts/flow DESIGN_CONFIG=/design/flow/config.mk WORK_HOME=/design/flow/orfs finish
```
==> ci_impl_report.md <==
### Flow metrics

| Metric | Value |
|---|---|
| Status | `complete, but fails checks` |
| Failing checks | `negative setup slack` |
| Worst reg2reg path endpoint | `r_paddr[7]` |
| I/O pin total | `81` |
| WHS Path Cells | `2` |
| Final Skew | `7.01 ps` |
| Hold EP | `r_pwdata[2]` |
| Critical Path Start Type | `register` |
| Leakage | `0.00237 µW` |
| Total global routing overflow | `0` |
| Worst-margin pin slew | `598 ps` |
| R2R depth | `11` |
| Initial antenna violation count | `0` |
| Switching Fraction | `29.6%` |
| RD Place Congestion | `0.877` |
| DPL Wire Length | `7.94 mm` |
| Data arrival, critical path | `3220 ps` |
| All-Layer GR Usage | `16.2%` |
| Root Driver | `clkbuf_16` |
| Share of layout cells above drive strength 1 | `25.7%` |
| Cell Type Count | `50` |
| Drt drc | `0` |
| P_int | `2710 µW` |
| Iter 0 DRT Violations | `246` |
| Yosys warns | `1` |
| Detailed Route WL | `11.5 mm` |
| Final instance area | `6370 µm²` |
| Vias | `3560` |
| Ys cells | `371` |
| Max Freq | `0.320 GHz` |
| Unrepaired setup endpoints after global routing | `true` |
| Clock power share | `27.4%` |
| Cell count after placement | `657` |
| Mapped Avg Cell Area | `11.8 µm²` |
| Critical path type | `register to register` |
| Most used DFF post-synth | `edfxtp_1` |
| Hold buffers post-CTS | `0` |
| Mapped Area | `4360 µm²` |
| Final ANT Viol Nets | `0` |
| N_diodes | `0` |
| Reg2reg start | `r_index_addr[0]` |
| Max-Cap Viols | `0` |
| Data required, critical path | `3200 ps` |
| Post-synth top area cell | `edfxtp_1` |
| Post-route setup slack | `-22.8 ps` |
| Final setup viols | `11` |
| Final-report max-slew violation count | `0` |
| HP Class | `register to register` |
| Biggest area cells | `edfxtp_1 (54%), ha_1 (7.2%), a22o_1 (6.4%)` |
| Hold Startpoint | `r_pwdata[2]` |
| CTS tree | `done` |
| Clk latency of the worst-skew pair | `350 ps` |
| Seq/Total Area, Yosys | `54.4%` |
| Final period utilization | `101%` |
| Ys async rst share | `0%` |
| I/O Buffers | `78` |
| Vert. Die Dim | `123 µm` |
| Flip-flops with a built-in enable | `79` |
| Num CTS Buffers | `9` |
| Fill count | `1186` |
| Die span in x | `123 µm` |
| Peak supply drop | `0.295 mV` |
| CTS max path bufs | `2` |
| Placed cell areas | `5760 µm²` |
| Psw | `1140 µW` |
| Vias/cell | `5.20` |
| Final Critical Period | `3120 ps` |
| Number of global-route vias before repair | `3372` |
| First-pass GRT wire length | `18.0 mm` |
| Slew margin rel. | `60.0%` |
| Yosys top cell area share | `54.4%` |
| Drt wl/cell | `16.7 µm` |
| Layout Utilization | `45.4%` |
| DR pass1 iterations | `4` |
| Tool warnings | `40` |
| Gate power share | `31.8%` |
| Core area | `14000 µm²` |
| Cell Pwr Density | `603 nW/µm²` |
| Crit. End Element | `register` |
| H-tree depth | `3` |
| Ys flops | `79` |
| Num Clock Sinks | `79` |
| Fin Setup TNS | `-128 ps` |
| Total power | `3840 µW` |
| Post-Syn Instances | `371` |
| Share of power burned in registers | `40.8%` |
| Clock-pin slew on the worst setup and hold paths | `60 ps` |
| Layout Area Growth over Synthesis | `46.1%` |
| Full die area | `15000 µm²` |
| Row Count | `43` |
| Largest net degree at the start of global routing | `33` |
| R2R Setup Slk | `-20 ps` |
| FP Util | `31.1%` |
| Yosys Chip Area | `4360 µm²` |
| Final Hold Vio Count | `0` |
| Worst Path Max Fanout | `8` |
| Final Non-Filler Cells | `685` |
[timing repair]
action	CTS	global route
gates resized	17	37
pin swaps	8	10
setup buffers	6	6
cloned	0	0
setup endpoints to repair	56	64
[placed cells by master (no fill, tap or decap), types with 6 or more instances in the layout]
master and n:
nand2_1 36, inv_1 18, ha_4 9, o21ai_0 20
clkbuf_16 9, nor2_1 14, mux2_2 6, nand3_1 17
clkdlybuf4s50_1 78, edfxtp_1 79, buf_6 7, ha_1 12
a21oi_1 10, a22o_1 32, buf_4 44, o211ai_1 7
[per-stage QoR]
step | hold slack, ps | worst slack, ps
6_report | 557 | -22.8
5_1_grt | 582 | -206
4_1_cts | 559 | -85.9
3_5_place_dp | 544 | -160
3_3_place_gp | 537 | -142
2_1_floorplan | 496 | -102
[cell families after synthesis]
| kind of cell | synth area share (%) |
|---|---|
| AND/OR/NAND/NOR | 15.6 |
| AND-OR/OR-AND | 15.5 |
| flip-flops | 54.4 |
| buffers and inverters | 3.07 |
| adder cells (fa/ha/maj) | 7.17 |
| multiplexers | 2.52 |
| XOR/XNOR | 1.75 |
[Yosys cell counts, types with 2 or more instances]
master,count
a211o_1,2
a21oi_1,10
a22o_1,32
a31oi_1,2
a32oi_1,2
and3_1,3
and4_1,2
buf_2,2
clkbuf_1,8
edfxtp_1,79
ha_1,25
inv_1,23
mux2_2,8
mux2i_1,2
nand2_1,37
nand3_1,19
nand4_1,5
nand4b_1,3
nor2_1,15
nor2b_1,5
nor3_1,7
nor4_1,5
nor4b_1,3
o211ai_1,7
o21ai_0,28
or2_2,4
or3_1,6
xnor2_1,4
xnor2_2,2
[state kept, by name (all words and copies together), names as in the netlist]
signal and count:
r_rd_en 1, r_index_addr 3, p_state 4, r_paddr 32, r_psel 2, r_pwdata 32
r_index_wdata 3, r_o_valid 1, r_pwrite 1
[worst max-delay path by stage]
stage | cells after the start | startpoint | end | slack [ps]
after CTS | 11 | r_index_addr[0] | r_paddr[7] | -90
after global routing | 12 | r_index_wdata[0] | r_pwdata[8] | -210
final | 11 | r_index_addr[0] | r_paddr[7] | -20
[worst max-delay path: stages (launching register included)]
cell and delay, ps:
edfxtp_1 490, inv_2 120, ha_4 170, xnor2_4 120, nand3_2 110, ha_4 230, or3_4 340, ha_4 280
nand4b_1 150, nor4_4 220, o2111ai_4 270, mux2_4 360
[final cells by class]
| cell class | count | area, µm² | share of cell area (%) |
|---|---|---|---|
| clock inverters | 5 | 57.6 | 0.903 |
| flip-flops and latches | 79 | 2370 | 37.2 |
| well taps | 180 | 225 | 3.53 |
| clock buffers | 11 | 233 | 3.65 |
| inverters | 23 | 91.3 | 1.43 |
| multi-input cells | 258 | 2200 | 34.6 |
| repair buffers | 129 | 1190 | 18.7 |
[layer usage]
layer / share of wire, % / global-route usage [%]
met5: 0 / 0
met1: 45 / 25.1
met4: 2.9 / 3.51
met3: 6.8 / 4.65
met2: 45 / 23.6
[power by group through the flow]
stage	Sequential [µW]	Clock, µW	Combinational [µW]
finish	1570	1050	1220
global route	1590	1110	1350
CTS	1570	1070	1120
No activity file was given, so power comes from the tool's default toggle rates.
